### /design/flow/run.sh
#!/bin/bash
# OpenROAD 26Q1-2900-gdf79404cd8, Yosys 0.63+post, stock flow scripts
make -C /OpenROAD-flow-scripts/flow DESIGN_CONFIG=/design/flow/config.mk WORK_HOME=/design/flow/orfs finish
### /design/flow/design.v
`timescale 1ns / 1ps
module gcd( clock, reset, A, B, Y, ready );
  input clock, reset;
  input [7:0] A, B;
  output [7:0] Y;
  output ready;
  reg [7:0] regA, regB;
  reg [7:0] nextA, nextB;
  reg ready;
  reg [1:0] state;
  parameter S0 = 2'b00, S1 = 2'b01, S2 = 2'b10, S3 = 2'b11;
  always @( posedge clock or negedge reset )
  begin
    if ( reset == 1'b0 )
    begin
      state <= S0;
      regA <= 8'h00;
      regB <= 8'h00;
    end
    else
    begin
      if( nextA == nextB )
        state <= S1;
      else if( nextA > nextB )
        state <= S2;
      else
        state <= S3;
      regA <= nextA;
      regB <= nextB;
    end
  end
  always @( state or A or B or regA or regB)
  begin
    case( state )
      S0:
      begin
        nextA <= A;
        nextB <= B;
        ready <= 1'b0;
      end
      S1:
      begin
        nextA <= regA;
        nextB <= regB;
        ready <= 1'b1;
      end
      S2:
      begin
        nextA <= regA - regB;
        nextB <= regB;
        ready <= 1'b0;
      end
      S3:
      begin
        nextA <= regA;
        nextB <= regB - regA;
        ready <= 1'b0;
      end
      default:
      begin
        nextA <= 8'hxx;
        nextB <= 8'hxx;
        ready <= 1'bx;
      end
    endcase
  end
  assign Y = regA;
endmodule
### /design/flow/constraint.sdc
current_design gcd

set clk_period 3.5
set clk_io_pct 0.2

create_clock -name clk0 -period $clk_period [get_ports {clock}]

set non_clock_inputs [all_inputs -no_clocks]
set_input_delay [expr $clk_period * $clk_io_pct] -clock clk0 $non_clock_inputs
set_output_delay [expr $clk_period * $clk_io_pct] -clock clk0 [all_outputs]
### /design/flow/config.mk
export PLATFORM = sky130hd
export DESIGN_NAME = gcd
export DESIGN_NICKNAME = gcd
export VERILOG_FILES = /design/flow/design.v
export SDC_FILE = /design/flow/constraint.sdc
export NUM_CORES = 4
export LEC_CHECK = 1
export CORE_UTILIZATION = 30
==> impl_metrics.json <==
{
  "fin_crit_sh_pct": 88.17,
  "drtIter0Drc": 58,
  "syn_avg_cell_area_um2": 8.721,
  "yosysWarnings": 1,
  "ys_sh_simple_pct": 17.84,
  "coreArea_um2": 5574,
  "wl_per_cell_um": 14.99,
  "grt_pass1_vias": 1559,
  "ys.flop_type": "dfrtp_1",
  "yosys.area_share.xor_xnor_pct": 2.998,
  "mux_share_pct": 2.355,
  "final-setup-viol-count": 0,
  "maxCapViolCount": 0,
  "drcViolationCount": 0,
  "drive_gt1_share_pct": 5.778,
  "synth-edff-count": 0,
  "place_ws_ns": 0.4458,
  "placedInstanceArea_um2": 2069,
  "fillers": 573,
  "status": "complete, no violations",
  "hp-class": "register to register",
  "track_usage_pct": 16.36,
  "path_clk_slew_ns": 0.08,
  "gp_congestion": 0.9341,
  "p_total_w": 0.0004250,
  "grt_max_degree": 21,
  "viasPerCell": 5.104,
  "drt_wl_total_um": 4451,
  "syn_area_um2": 1753,
  "ys_area_um2": 1753,
  "fa_ha_area_share_pct": 17.99,
  "power.density_nw_per_um2": 201.0,
  "clock-skew-final_ns": 0.005206,
  "final-seq-area_um2": 501.7,
  "synth.cellmix.compoundShare_pct": 22.06,
  "htreeDepth": 1,
  "end_kind": "register",
  "tns_ns": 0,
  "cp_data_required_time_ns": 3.70,
  "ys_cells": 201,
  "critPathKind": "register to register",
  "cp_max_fo": 5,
  "rsz0062_at_grt": "no",
  "finish.utilization_pct": 37.93,
  "clock-sinks": 20,
  "insertion_delay_ns": 0.26,
  "first_pass_iters": 4,
  "drv_slew": 0,
  "crit_path_start_kind": "register",
  "ir_drop_uv": 186.4,
  "cp.arrival_ns": 3.29,
  "grt_pass1_wl_um": 7617,
  "yosysTopAreaCellShare_pct": 27.12,
  "synth_cell_types": 51,
  "pin_count": 27,
  "final_area_um2": 2115,
  "cts_resized": 0,
  "ys_seq_share_pct": 28.62,
  "vias": 1516,
  "ant_nets": 0,
  "fin_ws_ns": 0.4141,
  "cts_max_path_buffers": 2,
  "warnings": 32,
  "synth.comb.largest_family": "AND-OR/OR-AND gates",
  "hold_buffers": 0,
  "cts_made_buffers": 3,
  "die_h_um": 78.44,
  "hold_viol": 0,
  "gr-total-overflow": 0,
  "leakagePower_nw": 0.9745,
  "die_w_um": 78.44,
  "port_buffers": 26,
  "cts_tree": "built",
  "topCellsByArea": "dfrtp_1 27%, ha_1 16%, inv_1 5.1%",
  "num_antenna_cells": 0,
  "period_needed_ns": 3.086,
  "syn_inst": 201,
  "ys_ff": 20,
  "syn2layout_area_growth_pct": 20.63,
  "place_hpwl_um": 3416,
  "clock.fmax_mhz": 324.1,
  "dieArea_um2": 6153,
  "antenna_found_initial": 0,
  "fp-utilization_pct": 31.45,
  "rows": 27,
  "cts_root_buffer": "clkbuf_8",
  "post_cts_buffers": 0,
  "largest_area_cell": "dfrtp_1",
  "ys_async_sr_fraction_pct": 100.0,
  "logic_area_um2": 1112
}
==> area by class of cell <==
class,instances,area share (%)
multi-input cells,149,52.60
well taps,72,4.260
repair buffers,28,13.02
flip-flops and latches,20,23.73
clock buffers,4,2.130
inverters,24,4.260
==> path summary, 6_finish.rpt <==
kind | start | endpoint | slack, ns | cells past startpoint
min in group asynchronous | reset | regB[7] | 0.77 | 2
worst min-delay path | regB[4] | regB[4] | 0.57 | 2
max in group asynchronous | reset | state[0] | 2.44 | 2
worst max register to register | regA[1] | state[3] | 0.41 | 12
worst min register to register | regB[4] | regB[4] | 0.57 | 2
worst max-delay path | regA[1] | state[3] | 0.41 | 12
==> metrics by stage <==
step | instances | hold slack, ns
2_1_floorplan | 201 | 0.4044
3_3_place_gp | 293 | 0.5450
3_5_place_dp | 293 | 0.5458
4_1_cts | 297 | 0.5656
5_1_grt | 297 | 0.6135
6_report | 297 | 0.5653
==> registers in the layout, indices dropped and copies added (netlist names) <==
| name | count |
|---|---|
| state | 4 |
| regA | 8 |
| regB | 8 |
==> cell usage after synthesis (2+ instances only) <==
cell,instances
inv_1,24
ha_1,22
dfrtp_1,19
nand2_1,14
nor2_1,11
a21oi_1,10
o21ai_0,8
and3_1,7
nand3_1,5
a221oi_1,4
a22oi_1,4
nor3_1,4
o21a_1,4
o21bai_1,4
o31ai_1,4
xor2_1,4
clkbuf_1,3
mux2i_1,3
nand3b_1,3
nand4_1,3
nor2b_1,3
a21boi_0,2
a21o_1,2
a21o_2,2
buf_2,2
buf_6,2
fa_1,2
or2_1,2
xnor2_1,2
==> power by group <==
part | internal [W] | switching, W | total (W)
clock | 0.0000813 | 0.0000857 | 0.000167
sequential | 0.000232 | 0.000000120 | 0.000232
combinational | 0.0000182 | 0.00000780 | 0.0000260
total | 0.000331 | 0.0000937 | 0.000425
==> kinds of logic after synthesis <==
group	count (synthesis)
simple gates	60
compound gates	54
buf+inv	32
fa+ha+maj	24
flops	20
xor+xnor	6
mux	4
other cells	1
==> worst max-delay path, stage by stage, from the launching register on <==
cell     delay [ns]
dfrtp_1        0.46
inv_1          0.11
ha_1           0.31
nor2b_1        0.13
o21a_1         0.21
o21a_1         0.22
or4_1          0.47
nand3_1        0.13
ha_1           0.26
a21o_1         0.19
a21o_1         0.17
a21oi_1        0.19
and3b_1        0.17
==> cell usage in the layout (no fill, tap or decap), drive strengths merged, types with 5 or more instances in the layout <==
cell type | Yosys | final
a21oi | 12 | 12
and3 | 7 | 7
inv | 24 | 24
ha | 22 | 22
clkdlybuf4s50 | 0 | 26
dfrtp | 19 | 19
nand3 | 5 | 5
nor2 | 11 | 11
nand2 | 14 | 14
o21ai | 8 | 8
==> per-layer routing <==
metal	up-vias	part of all wire, %	global-route usage [%]
li1	758	-	-
met1	714	49	23.98
met2	36	45	26.05
met3	8	4.3	2.952
met4	0	1.6	2.593
met5	-	0	0
No activity file was given, so power comes from the tool's default toggle rates.
