==> flow/design.v <==
`timescale 1ns / 1ps
module register( din, load, clock, reset, dout );
  input [7:0] din;
  input load, clock, reset;
  output [7:0] dout;
  reg [7:0] dout;
  always @( posedge clock or negedge reset )
  begin
    if ( reset == 1'b0 )
      dout <= 1'b0;
    else if ( load == 1'b0 )
      dout <= dout;
    else if ( load == 1'b1 )
      dout <= din;
    else
      dout <= 8'hxx;
  end
endmodule
`timescale 1ns / 1ps
module decode3to8( write, load );
  input [2:0] write;
  output [7:0] load;
  reg [7:0] load;
  always @( write )
  begin
    case ( write )
      3'd0: load = 8'b0000_0001;
      3'd1: load = 8'b0000_0010;
      3'd2: load = 8'b0000_0100;
      3'd3: load = 8'b0000_1000;
      3'd4: load = 8'b0001_0000;
      3'd5: load = 8'b0010_0000;
      3'd6: load = 8'b0100_0000;
      3'd7: load = 8'b1000_0000;
    endcase
  end
endmodule
`timescale 1ns / 1ps
module mux8(
  read,
  regAout,
  regBout,
  regCout,
  regDout,
  regEout,
  regFout,
  regGout,
  regHout,
  dout
);
  input [2:0] read;
  input [7:0] regAout;
  input [7:0] regBout;
  input [7:0] regCout;
  input [7:0] regDout;
  input [7:0] regEout;
  input [7:0] regFout;
  input [7:0] regGout;
  input [7:0] regHout;
  output [7:0] dout;
  reg [7:0] dout;
  always @(
    read,
    regAout,
    regBout,
    regCout,
    regDout,
    regEout,
    regFout,
    regGout,
    regHout
  ) begin
    case ( read )
      3'd0: dout = regAout;
      3'd1: dout = regBout;
      3'd2: dout = regCout;
      3'd3: dout = regDout;
      3'd4: dout = regEout;
      3'd5: dout = regFout;
      3'd6: dout = regGout;
      3'd7: dout = regHout;
      default: dout = 8'hxx;
    endcase
  end
endmodule
`timescale 1ns / 1ps
module register_file( din, read, write, clock, reset, dout );
  input [7:0] din;
  input [2:0] read, write;
  input clock, reset;
  output [7:0] dout;
  wire [7:0] load;
  decode3to8 dec( write, load );
  wire [7:0] regAout, regBout, regCout, regDout, regEout, regFout, regGout, regHout;
  register regA( din, load[0], clock, reset, regAout );
  register regB( din, load[1], clock, reset, regBout );
  register regC( din, load[2], clock, reset, regCout );
  register regD( din, load[3], clock, reset, regDout );
  register regE( din, load[4], clock, reset, regEout );
  register regF( din, load[5], clock, reset, regFout );
  register regG( din, load[6], clock, reset, regGout );
  register regH( din, load[7], clock, reset, regHout );
  mux8 mux( read, regAout, regBout, regCout, regDout, regEout, regFout, regGout, regHout, dout );
endmodule
==> flow/run.sh <==
#!/bin/bash
# OpenROAD 26Q1-2900-gdf79404cd8, Yosys 0.63+post, stock flow scripts
make -C /OpenROAD-flow-scripts/flow DESIGN_CONFIG=/design/flow/config.mk WORK_HOME=/design/flow/orfs finish
==> flow/config.mk <==
export PLATFORM = sky130hd
export DESIGN_NAME = register_file
export DESIGN_NICKNAME = register_file
export VERILOG_FILES = /design/flow/design.v
export SDC_FILE = /design/flow/constraint.sdc
export NUM_CORES = 4
export LEC_CHECK = 1
export CORE_UTILIZATION = 40
==> flow/constraint.sdc <==
current_design register_file

set clk_period 1.7
set clk_io_pct 0.2

create_clock -name clk0 -period $clk_period [get_ports {clock}]

set non_clock_inputs [all_inputs -no_clocks]
set_input_delay [expr $clk_period * $clk_io_pct] -clock clk0 $non_clock_inputs
set_output_delay [expr $clk_period * $clk_io_pct] -clock clk0 [all_outputs]
==> run_results.csv <==
group,metric,value,unit
synth,top_area_cell,"dfrtp_1",
synth,top_cells_by_count,"64 x dfrtp_1, 64 x mux2_2, 20 x mux2i_1",
critical_path,ff2ff_path_depth,1,
critical_path,startpoint,"regB.dout[2]",
power,p_sw_share,25.2,%
power,clkPwrFrac,32.8,%
place,io_buffer_count,23,
synth,area_leaders,"dfrtp_1 53%, mux2_2 24%, mux2i_1 6.6%",
status,status,"finished with violations",
critical_path,r2r_start,"regA.dout[6]",
die,dieArea,0.00796,mm2
synth,topCombFamilyByArea,"multiplexers",
synth,synth_area,0.00304,mm2
final_timing,min_period,1.79,ns
place,place_area,0.00363,mm2
clocking,cts_tree,"yes",
power,peakVddDrop,0.000681,V
synth,ys.flops,64,
final_timing,worst_slack,-0.0887,ns
synth,synth_warnings,3,
final_timing,hold_viol_final,0,
worst_hold_path,hp-class,"input pin to async pin",
power,p_int,0.00307,W
clocking,numCtsBuffers,9,
synth,edf_count,0,
critical_path,crit_path_end,"dout[2]",
die,core_area,0.00729,mm2
synth,yosys_cells,215,
cells_and_area,drive_gt1_share,52.8,%
cells_and_area,fin_area,0.00396,mm2
power,p_comb_share,19.6,%
clocking,clock_sinks,64,
power,p_leak,1.74,nW
routing,vias_per_cell,5.21,
routing,n_antenna_cell,0,
final_timing,fmax,559,MHz
critical_path,cp.required,1.36,ns
critical_path,slowest_stage,"dfrtp_1",
routing,drc,0,
routing,first_iter_violations,114,
synth,syn_inst,215,
routing,route.vias.total,1995,
global_route,grt_first_pass_wirelength,10.6,mm
critical_path,worstPathCellList,"nand2b_4, a32o_1, o32a_1, buf_2",
synth,ys_area,0.00304,mm2
place,place_ws,-0.808,ns
power,p_sw,0.00103,W
global_route,antenna_found_initial,0,
clocking,htree_levels,3,
clocking,cts_hold_buf,0,
critical_path,max_stage_delay,0.39,ns
clocking,path_clk_slew,0.07,ns
final_timing,fin_worst_skew,0,ns
global_route,track_usage,19.0,%
synth,ys_sh_aoi,7.07,%
critical_path,worst-r2r-setup-slack,0.93,ns
flow_run,warnings,27,
die,die_x,89.2,um
die,ios,24,
critical_path,arrival,1.45,ns
final_timing,setup_viol,2,
status,failed_checks,"setup timing",
synth,flop_cell,"dfrtp_1",
place,placed_cells,362,
die,fp-row-count,31,
final_timing,slew_headroom,76.7,%
final_timing,slew_violations,0,
cells_and_area,areaGrowthSynthToFinish,30.2,%
final_timing,finalClockPeriodUsage,105,%
die,fp-utilization,41.7,%
synth,synth_seq_share,52.6,%
cells_and_area,final_cells,383,
synth,yosys.cell_types.count,28,
critical_path,r2r-end,"regA.dout[6]",
synth,async_reset_ff_share,100,%
clocking,cts_buffer_depth,2,
flow_run,maxCapViolations,0,
critical_path,critPathKind,"register to primary output",
routing,wirelength,6.69,mm
global_route,grt_overflow_total,0,
final_timing,fin_tns_setup,-0.156,ns
routing,wl_per_cell,17.5,um
synth,top_cell_area_share,52.6,%
synth,ys_sh_adder,0,%
power,powerDensity,1030,mW/mm2
global_route,grt_pass1_vias,2019,
place,routabilityCongestion,0.759,
final_timing,rsz0062_at_grt,"yes",
critical_path,cp_max_fo,2,
final_timing,tightest_slew,0.350,ns
global_route,grt_max_degree,65,
routing,drtPass1Iterations,4,
critical_path,start_kind,"register",
critical_path,endpoint_kind,"primary output",
clocking,worstSkewPairLatency,0.34,ns
synth,ys_sh_mux,30.3,%
power,p_seq_share,47.6,%
place,dp_hpwl,4.40,mm
synth,syn_area_per_cell,14.2,um2
synth,simple_gate_share,6.70,%
final_timing,holdWs,0.00402,ns
routing,ant_nets,0,
die,dieHeight,89.2,um
synth,synth-xor-area-share,0,%
clocking,root_buffer,"clkbuf_8",
==> kinds of logic after synthesis <==
family,Yosys count
mux,84
simple gates,25
compound gates,28
buf+inv,14
flops,64
==> through the flow <==
step | utilization, % | power [W]
4_1_cts | 54.0 | 0.00414
3_3_place_gp | 49.8 | 0.00275
5_1_grt | 54.4 | 0.00431
2_1_floorplan | - | 0.00244
6_report | 54.4 | 0.00410
3_5_place_dp | 49.8 | 0.00277
==> state kept, by name, summed over array words and instances, names as in the netlist <==
name and count:
regA.dout 8, regB.dout 8, regC.dout 8, regD.dout 8, regE.dout 8, regF.dout 8, regG.dout 8, regH.dout 8
==> placed cells by master (no fill, tap or decap), types with 3 or more instances in the layout <==
master            n
a21oi_1           4
a221oi_2          5
buf_12            6
buf_2             9
buf_4            28
buf_6             8
clkbuf_8         11
clkdlybuf4s50_1  11
dfrtp_1          64
mux2_2           64
mux2i_1          20
nand2b_1          4
nand3b_2          3
nor2_1            7
nor3b_4           3
o22a_1            6
o22ai_1           6
==> area by class of cell <==
type / count / area [um2]
multi-input combinational: 137 / 1390
clock inverter: 4 / 51.3
sequential: 64 / 1600
timing repair buffer: 65 / 633
fill: 617 / 3330
tap: 99 / 124
clock buffer: 12 / 155
inverter: 2 / 7.51
==> metal layers <==
layer,up-vias,GRT usage (%),share of wire (%)
li1,938,-,-
met1,1009,31.6,49
met2,44,27.5,44
met3,4,5.15,6.6
met4,0,1.44,0.66
met5,-,0,0
==> critical path, delay by kind of cell (launching register included) <==
| family | cells | cell delay, ns |
|---|---|---|
| AOI/OAI and AO/OA | 2 | 0.48 |
| buffers and inverters | 1 | 0.11 |
| DFF | 1 | 0.39 |
| and+or+nand+nor | 1 | 0.14 |
==> power groups by stage <==
stage | registers (W) | clock network (W) | logic (W)
CTS | 0.00195 | 0.00139 | 0.000801
global route | 0.00199 | 0.00144 | 0.000884
finish | 0.00195 | 0.00135 | 0.000803
==> how the worst min path moves through the flow <==
stage          from      endpoint  slack, ns  depth (start not counted)
finish        reset  regH.dout[6]      0.004                          2
global route  reset  regA.dout[5]       0.03                          2
CTS           reset  regC.dout[2]       0.02                          2
==> timing repair <==
action | 4_1_cts | 5_1_grt
setup buffers | 4 | 0
endpoints found under the setup margin | 8 | 7
gates resized | 56 | 4
cloned | 1 | 0
pin swaps | 19 | 5
Power figures rest on the tool's default switching activity, not on a simulated workload.
