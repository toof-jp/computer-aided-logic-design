[./run.sh]
#!/bin/bash
# OpenROAD 26Q1-2900-gdf79404cd8, Yosys 0.63+post, stock flow scripts
make -C /OpenROAD-flow-scripts/flow DESIGN_CONFIG=/design/flow/config.mk WORK_HOME=/design/flow/orfs finish
[./config.mk]
export PLATFORM = sky130hd
export DESIGN_NAME = cpu_comb
export DESIGN_NICKNAME = cpu_comb
export VERILOG_FILES = /design/flow/design.v
export SDC_FILE = /design/flow/constraint.sdc
export NUM_CORES = 4
export LEC_CHECK = 1
export CORE_UTILIZATION = 50
[./constraint.sdc]
current_design cpu_comb

set clk_period 6.3
set clk_io_pct 0.2

create_clock -name clk0 -period $clk_period

set non_clock_inputs [all_inputs -no_clocks]
set_input_delay [expr $clk_period * $clk_io_pct] -clock clk0 $non_clock_inputs
set_output_delay [expr $clk_period * $clk_io_pct] -clock clk0 [all_outputs]
[./design.v]
`timescale 1ns / 1ps
module alu_op44( Ain, Bin, Carryin, op_sel, Carryout, alu_out );
  input [7:0] Ain, Bin;
  input Carryin;
  input [2:0] op_sel;
  output Carryout;
  output [7:0] alu_out;
  reg Carryout;
  reg [7:0] alu_out;
  always @( Ain or Bin or Carryin or op_sel )
  begin
    case( op_sel )
      3'b000: {Carryout, alu_out} = Ain + Bin;
      3'b001: {Carryout, alu_out} = Ain + Bin + Carryin;
      3'b010: {Carryout, alu_out} = Ain - Bin;
      3'b011: begin
        alu_out = Ain * Bin;
        Carryout = |(({8'h00, Ain} * {8'h00, Bin}) >> 8);
      end
      3'b100: begin
        Carryout = 1'b0;
        alu_out = Ain & Bin;
      end
      3'b101: begin
        Carryout = 1'b0;
        alu_out = Ain | Bin;
      end
      3'b110: begin
        Carryout = 1'b0;
        alu_out = ~Ain;
      end
      3'b111: begin
        Carryout = 1'b0;
        alu_out = Ain ^ Bin;
      end
      default: { Carryout, alu_out } = 9'bx_xxxx_xxxx;
    endcase
  end
endmodule
`timescale 1ns / 1ps
module cpu_comb( op, Ain, Bin, Cin, Din, Carryin, Aout, Bout, Cout, Dout, Carryout );
  input [3:0] op;
  input [7:0] Ain, Bin, Cin, Din;
  input Carryin;
  output [7:0] Aout, Bout, Cout, Dout;
  output Carryout;
  assign Cout = Ain;
  assign Dout = Ain;
  wire [2:0] op_sel;
  wire [1:0] reg_sel4, reg_sel3;
  wire [7:0] alu_out;
  op_decode decoder ( op, op_sel, reg_sel4, reg_sel3 );
  mux4 m4 ( alu_out, Bin, Cin, Din, reg_sel4, Aout );
  mux3 m3 ( Ain, Cin, Din, reg_sel3, Bout );
  alu_op44 alu ( Ain, Bin, Carryin, op_sel, Carryout, alu_out );
endmodule
`timescale 1ns / 1ps
module mux3( Ain, Cin, Din, reg_sel3, Bout );
  input [7:0] Ain, Cin, Din;
  input [1:0] reg_sel3;
  output [7:0] Bout;
  reg [7:0] Bout;
  always @( Ain or Cin or Din or reg_sel3 )
  begin
    case( reg_sel3 )
      2'b00: Bout = Ain;
      2'b01: Bout = Cin;
      2'b10: Bout = Din;
      default: Bout = 8'hxx;
    endcase
  end
endmodule
`timescale 1ns / 1ps
module mux4( alu_out, Bin, Cin, Din, reg_sel4, Aout );
  input [7:0] alu_out, Bin, Cin, Din;
  input [1:0] reg_sel4;
  output [7:0] Aout;
  reg [7:0] Aout;
  always @( alu_out or Bin or Cin or Din or reg_sel4 )
  begin
    case( reg_sel4 )
      2'b00: Aout = alu_out;
      2'b01: Aout = Bin;
      2'b10: Aout = Cin;
      2'b11: Aout = Din;
      default: Aout = 8'hxx;
    endcase
  end
endmodule
`timescale 1ns / 1ps
module op_decode( op, op_sel, reg_sel4, reg_sel3 );
  input [3:0] op;
  output [2:0] op_sel;
  output [1:0] reg_sel4, reg_sel3;
  reg [2:0] op_sel;
  reg [1:0] reg_sel4, reg_sel3;
  always @( op )
  begin
    case( op )
      4'b1000: reg_sel4 = 2'b01;
      4'b1001: reg_sel4 = 2'b10;
      4'b1010: reg_sel4 = 2'b11;
      4'b1011: reg_sel3 = 2'b00;
      4'b1100: reg_sel3 = 2'b01;
      4'b1101: reg_sel3 = 2'b10;
      default: begin
        op_sel = op;
        reg_sel4 = 2'b00;
      end
    endcase
  end
endmodule
==> PnR_summary.wiki <==
=== Synthesis and place and route ===
{| class="wikitable"
! Metric !! Value
|-
| Maximum VDD drop || 210.7 uV
|-
| Worst slew slack as a fraction of its limit || 43.87%
|-
| Buffers on Ports || 70
|-
| Final worst-path setup slack || -1.041 ns
|-
| Top flip-flop cell by instance count after synthesis || dlxtn_1
|-
| Req. time, crit path || 5.04 ns
|-
| Most common cell on crit path || buf_4
|-
| Hold-fix buffers at CTS || 0
|-
| Wl on met1 || 6660 um
|-
| Syn Inst Count || 569
|-
| Area used by multi-input combinational logic || 3969 sq um
|-
| Path category of the worst min-delay check || input pin to output port
|-
| Count of antenna-violating nets left after detailed routing || 0
|-
| Count of cell types in the netlist || 64
|-
| Number of antenna violations at the first check in global routing || 0
|-
| Fraction of post-synthesis cell area in the top cell type by area || 18.83%
|-
| Flop and latch count out of synthesis || 7
|-
| Routed vias || 4789
|-
| Share of power burned in registers || 0.4%
|-
| Vertical die size || 94.23 um
|-
| Number of register pins that no clock reaches || 7
|-
| Routed wire length per instance || 18.34 um
|-
| Final cell area excluding filler cells || 6201 sq um
|-
| First-pass GRT wire length || 23040 um
|-
| Detail Route met3 WL || 1638 um
|-
| Cell type of the slowest stage on the worst timing path || fa_1
|-
| Standby leakage power || 0.002904 uW
|-
| Die Wd || 94.23 um
|-
| Number of non-filler instances in the completed layout || 829
|-
| Internal power || 628.5 uW
|-
| Core Box Area || 8217 sq um
|-
| Post-Place Worst Slack || -1.719 ns
|-
| Sum of met2 wire segment lengths after detailed routing || 6627 um
|-
| DP Wirelength || 11560 um
|-
| Peak Freq || 136.2 MHz
|-
| Yosys warnings || 4
|-
| Most numerous logic cells after layout || buf_4, inv_1, nor2_1, clkdlybuf4s50_1, ha_1
|-
| Post-layout period usage of the worst path || 116.5%
|-
| Startpoint of the most critical setup path || Bin[2]
|-
| Library cell with the largest summed area after synthesis || ha_1
|-
| Outcome || finished, violations left
|-
| Final setup violating endpoints || 5
|-
| Crit-path leading delay family || adder cells
|-
| Post-Synthesis Cell Area || 4253 sq um
|-
| Tally of OpenROAD warnings || 53
|-
| Count of endpoints without a timing constraint || 7
|-
| Avg Synthesized Cell Area || 7.474 sq um
|-
| Number of cell instances after yosys synthesis || 569
|-
| Final min period || 7.341 ns
|-
| Switching part of the total power || 50.63%
|-
| Dpl cells || 811
|-
| Net switching power figure || 644.6 uW
|-
| Hold Startpoint || Ain[4]
|-
| Area of the synthesized netlist per yosys stat || 4253 sq um
|-
| Final Max Tran Viols || 0
|-
| Area used by sequential logic in the layout || 105.1 sq um
|-
| Worst slew pin tran || 0.8412 ns
|-
| Maximum fanout count along the critical path || 4
|-
| Largest net degree at the start of global routing || 26
|-
| Number of violations reported at the end of detailed-routing iteration 0 || 221
|-
| Placed Instance Area || 5773 sq um
|-
| Most frequently placed logic cell in the final layout || buf_4
|-
| Detailed Routing Iterations Pass 1 || 5
|-
| Chip footprint || 8878 sq um
|-
| Total routed wirelength || 15210 um
|-
| Placer's final routability congestion estimate || 0.9632
|-
| Arrival time of data at the critical path endpoint || 6.08 ns
|-
| Total gr overflow || 0
|-
| Count of pins on the block boundary || 70
|-
| Biggest area cells || ha_1, fa_1, inv_1
|-
| Total DRC errors in the routed layout || 0
|-
| Number of inserted diodes || 0
|-
| Setup repair after global routing missed its margin || true
|-
| Clk pwr share || 0%
|-
| Core Util at FP || 51.76%
|-
| Number of global-route vias before repair || 4565
|-
| Peak per-stage delay on the critical path || 0.59 ns
|-
| Standard-cell rows || 33
|-
| Vias/cell || 5.777
|-
| Max cap viols || 0
|-
| Fraction of registers with async set or reset after synthesis || 0%
|-
| Worst path cell trace || buf_8, clkinvlp_4, buf_4, buf_4, nor2_4, fa_2, ha_1, ha_1, inv_1, fa_1, inv_1, ha_4, buf_4, a211oi_1, nor2_1, buf_4, o32a_1, a21oi_1, a2111oi_4, a311oi_4, a211oi_2, a211oi_1, buf_2
|-
| Final hold violation count || 0
|-
| Crit path kind || input pin to output port
|-
| Violated checks || setup timing
|-
| Combinational Power Share || 99.6%
|-
| Worst Hold Margin || 3.148 ns
|-
| Number of flops mapped to enable cells by yosys || 0
|-
| Filler instances || 550
|-
| Endpoint kind of the worst setup timing path || output port
|-
| Ratio of total power to cell area || 205.3 nW/um^2
|-
| Fraction of layout instances using a drive strength above 1 || 31.77%
|-
| Total global routing track utilization || 35.43%
|-
| Sum of buffers and inverters on the critical path || 9
|-
| Top routing layer in use || met4
|-
| Type of origin of the critical path || input pin
|-
| Area growth from synthesis to layout || 45.81%
|}
-- routing by layer --
layer,vias to the layer above,global-route usage (%)
li1,2277,-
met1,2259,51.59
met2,232,53.56
met3,21,10.70
met4,0,6.026
met5,-,0
-- area by class of cell --
cell class | count | area share, %
tap | 105 | 2.119
timing repair buffer | 191 | 26.33
inverter | 88 | 5.851
multi-input combinational | 438 | 64.00
sequential | 7 | 1.695
-- worst min-delay path, stage by stage --
cell	delay, ns
buf_6	0.10
buf_4	0.13
clkdlybuf4s50_1	0.39
-- through the flow --
step                      util [%]  TNS (ns)  power (uW)
after global routing         75.47    -4.020        1385
after floorplan                  -   -0.1875       676.3
after CTS                    73.73    -3.284        1173
after detailed placement     70.26    -6.694        1067
after global placement       70.26    -6.414        1050
final                        75.47    -3.507        1273
-- power groups by stage --
stage	logic [uW]	clock network, uW	registers, uW
6_report	1270	0	4.51
4_1_cts	1170	0	4.44
5_1_grt	1380	0	4.70
-- synth_stat cells, types with 4 or more instances --
cell type / n
nor3b_1: 4
fa_1: 38
mux2_2: 4
a221oi_1: 14
mux2i_1: 6
clkinv_1: 4
inv_1: 84
clkbuf_1: 15
a21oi_1: 39
dlxtn_1: 7
ha_1: 64
nor2_1: 75
and3_1: 6
nor3_1: 8
o22ai_1: 4
nand2_1: 46
o21ai_0: 24
a22oi_1: 5
xor2_1: 7
o21a_1: 4
a211oi_1: 12
buf_4: 16
o221ai_1: 4
o31ai_1: 7
xnor2_1: 7
-- path summary, 6_finish.rpt --
check                       to  slack, ns  depth (start not counted)
worst max-delay path  Carryout      -1.04                         23
worst min-delay path   Cout[4]       3.15                          3
-- flip-flops by register name, summed over array words and instances (netlist names) --
name / flops
decoder.op_sel: 3
decoder.reg_sel3: 2
decoder.reg_sel4: 2
-- cells by family after synthesis --
logic type	synth area share [%]
adders and majority gates	36.72
latches	2.471
buffers and inverters	12.42
and+or+nand+nor	16.89
muxes	4.060
AOI/OAI and AO/OA	24.57
xor gates and xnor gates	2.883
-- repair_timing --
| action | CTS | global route |
|---|---|---|
| setup endpoints to repair | 5 | 5 |
| hold endpoints to repair | 0 | 0 |
| resized | 113 | 57 |
| buffers inserted | 19 | 3 |
| pin swaps | 45 | 36 |
Power is estimated from default activity; no workload was simulated.
